==> design.v <==
module RegisterFile
(data_read0, 
data_read1, 
data_write, 
data_read0_address, 
data_read1_address, 
data_write_address, 
clock, 
reset, 
reg_write_enable);
input [15:0] data_write;
input [2:0] data_read0_address, data_read1_address, data_write_address;
input clock, reset, reg_write_enable;
output [15:0] data_read0, data_read1;
wire [15:0] reg_output [7:0];
wire [7:0] reg_enable ;
decoder3to8 decoder_regFile (reg_enable,data_write_address,reg_write_enable);
register_16bit reg_0 (reg_output[0],16'b0,clock,1'b0,1'b0);
genvar i;
generate
	for(i=1 ; i<8 ;i=i+1) begin : gen_reg
		register_16bit reg_i (reg_output[i],data_write,clock,reset,reg_enable[i]);
	end
endgenerate
mux8to1_16bit mux_0(data_read0,reg_output[0],reg_output[1],reg_output[2],reg_output[3],reg_output[4],reg_output[5],reg_output[6],reg_output[7],data_read0_address);
mux8to1_16bit mux_1(data_read1,reg_output[0],reg_output[1],reg_output[2],reg_output[3],reg_output[4],reg_output[5],reg_output[6],reg_output[7],data_read1_address);
endmodule
module decoder3to8(outp,inp,enable);
input [2:0]inp;
input enable;
output reg [7:0]outp;
always @(inp,enable)  
	begin  
		if(enable == 1'b1)
		begin
			case (inp)  
				3'b000 : outp <= 8'b00000001;  
				3'b001 : outp <= 8'b00000010;  
				3'b010 : outp <= 8'b00000100;   
				3'b011 : outp <= 8'b00001000;    
				3'b100 : outp <= 8'b00010000;    
				3'b101 : outp <= 8'b00100000;    
				3'b110 : outp <= 8'b01000000;   
				3'b111 : outp <= 8'b10000000;    
		 endcase  
		end
		else
			outp <= 8'b0;
  end  
endmodule
module mux8to1_16bit(out_data,in_data0,in_data1,in_data2,in_data3,in_data4,in_data5,in_data6,in_data7,select);
input [15:0] in_data0,in_data1,in_data2,in_data3,in_data4,in_data5,in_data6,in_data7;
input [2:0] select;
output reg [15:0] out_data;
always @(select or in_data0 or in_data1 or in_data2 or in_data3 or in_data4 or in_data5 or in_data6 or in_data7)
  begin
    case (select)
      3'b000: out_data = in_data0;
      3'b001: out_data = in_data1;
      3'b010: out_data = in_data2;
      3'b011: out_data = in_data3;
		3'b100: out_data = in_data4;
		3'b101: out_data = in_data5;
		3'b110: out_data = in_data6;
		3'b111: out_data = in_data7;
    endcase
  end
endmodule 
module register_16bit(data_out,data_in,clock,reset,enable);
input [15:0] data_in;
input clock,reset,enable;
output reg [15:0] data_out;
always @(posedge clock)
begin
	if(! reset)
	begin
		if(enable)
			data_out <= data_in;
	end
	else
		data_out <= 16'b0;
end
endmodule
==> run.sh <==
#!/bin/bash
# OpenROAD 26Q1-2900-gdf79404cd8, Yosys 0.63+post, stock flow scripts
make -C /OpenROAD-flow-scripts/flow DESIGN_CONFIG=/design/flow/config.mk WORK_HOME=/design/flow/orfs finish
==> config.mk <==
export PLATFORM = sky130hd
export DESIGN_NAME = RegisterFile
export DESIGN_NICKNAME = RegisterFile
export VERILOG_FILES = /design/flow/design.v
export SDC_FILE = /design/flow/constraint.sdc
export NUM_CORES = 4
export LEC_CHECK = 1
export CORE_UTILIZATION = 50
==> constraint.sdc <==
current_design RegisterFile

set clk_period 4.3
set clk_io_pct 0.2

create_clock -name clk0 -period $clk_period [get_ports {clock}]

set non_clock_inputs [all_inputs -no_clocks]
set_input_delay [expr $clk_period * $clk_io_pct] -clock clk0 $non_clock_inputs
set_output_delay [expr $clk_period * $clk_io_pct] -clock clk0 [all_outputs]
==> qor.log <==
[floorplan] floorplan die width 111 um
[logic_synthesis] FFs w/ async S/R, synth 0
[route] remaining design rule violation count 0
[logic_synthesis] Yosys top cell area share 0.381
[setup_path] start-to-end type of the worst setup path input port to output pin
[route] Total Wirelength 19.3 mm
[logic_synthesis] number of synthesized flops with an enable pin 0
[grt] first-pass GRT wire length 29.8 mm
[final_layout] layout cell share with drive strength beyond 1 0.0707
[grt] vias in the first global route 5085
[final_timing] fin crit period 3.87 ns
[clock_network] post-cts hold buffer count 0
[final_timing] number of hold-slack violations in the final timing report 0
[final_timing] Setup-failing EPs final 0
[clock_network] clock tree from TritonCTS built
[final_timing] Fin Clk Skew 0 ns
[grt] largest net degree at the start of global routing 82
[route] ant diodes 0
[final_layout] post-route core utilization 0.589
[grt] global-route congestion overflow total 0
[logic_synthesis] main area contributors after synthesis sky130_fd_sc_hd__dfxtp_1, sky130_fd_sc_hd__nand2_1, sky130_fd_sc_hd__mux2i_1, sky130_fd_sc_hd__a21oi_1, sky130_fd_sc_hd__o22a_1
[logic_synthesis] Unique masters post-synth 26
[route] vias post-DR 5350
[clock_network] number of buffers created by CTS 9
[final_layout] number of flip-flops under the largest register name 112
[final_timing] unrepaired setup endpoints after global routing false
[logic_synthesis] summed standard-cell area reported by yosys 5890 um^2
[grt] GRT busiest layer met1
[logic_synthesis] post-synthesis cell type with the largest combined area sky130_fd_sc_hd__dfxtp_1
[final_layout] Syn-to-layout area delta 14.8%
[job] tool warnings 25
[route] number of DRC markers in iteration 0 406
[final_timing] transition time at the pin with the least slew margin 0.918 ns
[place] final weighted congestion of routability-driven global placement 0.920
[logic_synthesis] top cells by count sky130_fd_sc_hd__nand2_1, sky130_fd_sc_hd__a21oi_1, sky130_fd_sc_hd__dfxtp_1, sky130_fd_sc_hd__mux2i_1
[final_timing] highest attainable clock frequency 258 MHz
[place] Final HPWL DP 12.4 mm
[logic_synthesis] Top FF cell, synth sky130_fd_sc_hd__dfxtp_1
[floorplan] number of placement rows 39
[clock_network] CTS H-tree depth 3
[logic_synthesis] ys cells 716
[logic_synthesis] number of warnings issued by yosys 4
[final_timing] max_slew headroom 0.387
[setup_path] WP data arrival 3.01 ns
[grt] met2 global-route usage 0.479
[route] routed len/inst 21.6 um
[job] max-cap viol count 0
[route] number of antenna-violating nets in the routed design 0
[clock_network] number of gates resized after CTS 0
[clock_network] post-CTS setup buffer count 0
[logic_synthesis] synthesized area 5890 um^2
[floorplan] fp util 0.513
[hold_path] Worst Hold Class flop to flop
[power_and_ir_drop] Lkg Pwr 2.53 nW
[final_layout] fill count 1009
[floorplan] full die area 12200 um^2
[floorplan] core footprint 11500 um^2
[logic_synthesis] #FFs+latches synth 112
[logic_synthesis] mean instance size in the synthesized netlist 8.22 um^2
[route] 1st-pass router iterations 5
[grt] global-route track usage on met1 0.516
[logic_synthesis] sequential cell area fraction in the yosys report 0.381
[clock_network] root buffer selected by CTS sky130_fd_sc_hd__clkbuf_16
[power_and_ir_drop] worst IR drop on VDD 0.271 mV
[logic_synthesis] top-count cell post-synth sky130_fd_sc_hd__nand2_1
[final_layout] largest register by flop count gen.reg_i.data_out
[final_layout] comb. cell area 3230 um^2
[final_layout] biggest regs gen.reg_i.data_out (112)
[clock_network] clock slew at the register clock pins of the worst setup and hold paths 0.07 ns
[final_timing] setup tns final 0 ns
[setup_path] kind of start point of the critical path input port
[clock_network] clock latency at the later pin of the worst-skew pair 0.36 ns
[setup_path] top fanout value on the critical path 10
[floorplan] Boundary Pins 60
[final_timing] total count of max-transition violations in the final report 0
[floorplan] DIE HEIGHT 111 um
[clock_network] number of buffers on the longest clock path 2
[final_timing] Final Cycle Share 0.900
[setup_path] type of element capturing the critical path output pin
[clock_network] number of sinks on the clock net 112
[grt] antenna violations before repair 0
[place] count of input and output buffers 59
[final_layout] sequential cell area in the final layout 2240 um^2
[logic_synthesis] cell count after synthesis 716
[route] via-per-instance ratio 5.99
[outcome] run status completed
[grt] GR Util All Layers 0.330
[setup_path] Data required, critical path 3.44 ns
[grt] met3 global-route usage 0.0951
[power_and_ir_drop] pwr dens 340 nW/um^2
==> stage by stage <==
stage / instances / setup WS, ns / power (mW) / instance area [um^2] / hold WS (ns)
after CTS: 893 / 0.437 / 2.30 / 6760 / 0.473
after global routing: 893 / 0.372 / 2.37 / 6760 / 0.491
after global placement: 877 / 0.451 / 1.39 / 6430 / 0.456
after floorplan: 716 / 1.70 / 1.26 / 5890 / 0.444
final: 893 / 0.429 / 2.30 / 6760 / 0.472
after detailed placement: 877 / 0.443 / 1.39 / 6430 / 0.463
==> critical path, cell delays in order <==
cell,delay [ns]
sky130_fd_sc_hd__clkdlybuf4s50_1,0.67
sky130_fd_sc_hd__buf_4,0.30
sky130_fd_sc_hd__mux4_1,0.57
sky130_fd_sc_hd__a21o_1,0.21
sky130_fd_sc_hd__clkdlybuf4s50_1,0.40
==> kinds of logic after synthesis <==
family | after synthesis | synth area share
AND-OR/OR-AND | 199 | 0.196
buffers and inverters | 65 | 0.0712
flip-flops | 112 | 0.381
multiplexers | 87 | 0.170
AND/OR/NAND/NOR | 253 | 0.182
==> layout make-up <==
cell class | count | share of cell area
Sequential cell | 112 | 0.332
Clock inverter | 5 | 0.0128
Clock buffer | 11 | 0.0359
Multi-Input combinational cell | 539 | 0.477
Tap cell | 143 | 0.0265
Timing Repair Buffer | 83 | 0.116
==> worst paths after layout <==
check	startpoint	end	slack, ns	depth (start not counted)
hold / removal	gen_reg[4].reg_i.data_out[7]	gen_reg[4].reg_i.data_out[7]	0.47	2
setup / recovery	data_read0_address[0]	data_read0[1]	0.43	5
hold reg to reg	gen_reg[4].reg_i.data_out[7]	gen_reg[4].reg_i.data_out[7]	0.47	2
setup reg to reg	gen_reg[6].reg_i.data_out[6]	gen_reg[6].reg_i.data_out[6]	3.63	2
==> placed cells by master, fill, tap and decap left out, types with 3 or more instances in the layout <==
| master | instances |
|---|---|
| sky130_fd_sc_hd__clkdlybuf4s50_1 | 56 |
| sky130_fd_sc_hd__o22a_1 | 23 |
| sky130_fd_sc_hd__o22ai_1 | 23 |
| sky130_fd_sc_hd__and4bb_1 | 3 |
| sky130_fd_sc_hd__nor2_1 | 9 |
| sky130_fd_sc_hd__mux2i_1 | 78 |
| sky130_fd_sc_hd__mux4_2 | 5 |
| sky130_fd_sc_hd__a21oi_1 | 135 |
| sky130_fd_sc_hd__a211oi_1 | 9 |
| sky130_fd_sc_hd__clkbuf_16 | 9 |
| sky130_fd_sc_hd__nand4bb_1 | 3 |
| sky130_fd_sc_hd__mux4_1 | 4 |
| sky130_fd_sc_hd__dfxtp_1 | 112 |
| sky130_fd_sc_hd__nand4b_2 | 3 |
| sky130_fd_sc_hd__nand2_1 | 225 |
| sky130_fd_sc_hd__and4b_1 | 3 |
| sky130_fd_sc_hd__buf_4 | 23 |
| sky130_fd_sc_hd__a21o_1 | 9 |
==> routing by layer <==
layer	wire, um	vias up
li1	-	2560
met1	8750	2541
met2	8380	214
met3	1740	35
met4	394	0
met5	0	-
==> where the power goes <==
part	total, mW	internal, mW	switching [mW]
Sequential	1.08	1.06	0.0172
Combinational	0.295	0.129	0.166
Clock	0.931	0.533	0.398
Total	2.30	1.72	0.581
Power and IR drop assume default switching activity.
