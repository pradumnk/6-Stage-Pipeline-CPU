### /design/flow/design.v
module RF_EX_reg
(
PC_plus1_out_RF_EX,
WB_out_RF_EX,
Memory_out_RF_EX,
Ex_out_RF_EX,
src1_out_RF_EX,
src2_out_RF_EX,
RA_data_out,
RB_data_out,
RB_direct_data_out,
SE16_out_RF_EX,
Zero_pad_out_RF_EX,
Dest_out_RF_EX,
Valid_out_RF_EX,
PC_plus1_in_RF_EX,
WB_in_RF_EX,
Memory_in_RF_EX,
Ex_in_RF_EX,
src1_in_RF_EX,
src2_in_RF_EX,
RA_data_in,
RB_data_in,
RB_direct_data_in,
SE16_in_RF_EX,
Zero_pad_in_RF_EX,
Dest_in_RF_EX,
Valid_in_RF_EX,
clock,
reset
);
output reg [15:0] PC_plus1_out_RF_EX;
output reg [2:0] WB_out_RF_EX;
output reg [1:0] Memory_out_RF_EX;
output reg [3:0] Ex_out_RF_EX;
output reg [3:0] src1_out_RF_EX, src2_out_RF_EX;
output reg [15:0] RA_data_out, RB_data_out, RB_direct_data_out, SE16_out_RF_EX, Zero_pad_out_RF_EX;
output reg [2:0] Dest_out_RF_EX;
output reg Valid_out_RF_EX;
input [15:0] PC_plus1_in_RF_EX;
input [2:0] WB_in_RF_EX;
input [1:0] Memory_in_RF_EX;
input [3:0] Ex_in_RF_EX;
input [3:0] src1_in_RF_EX, src2_in_RF_EX;
input [15:0] RA_data_in, RB_data_in, RB_direct_data_in, SE16_in_RF_EX, Zero_pad_in_RF_EX;
input [2:0] Dest_in_RF_EX;
input Valid_in_RF_EX;
input clock;
input reset;
initial
begin
	PC_plus1_out_RF_EX = 16'b0;
	WB_out_RF_EX = 3'b0;
	Memory_out_RF_EX = 2'b0;
	Ex_out_RF_EX = 4'b0;
	src1_out_RF_EX = 4'b0;
	src2_out_RF_EX = 4'b0;
	RA_data_out = 16'b0;
	RB_data_out = 16'b0;
	RB_direct_data_out = 16'b0;
	SE16_out_RF_EX = 16'b0;
	Zero_pad_out_RF_EX = 16'b0;
	Dest_out_RF_EX = 3'b0;
	Valid_out_RF_EX = 1'b0;
end
always @(posedge clock)
begin
	if(! reset)
		begin
			PC_plus1_out_RF_EX <= PC_plus1_in_RF_EX;
			WB_out_RF_EX <= WB_in_RF_EX;
			Memory_out_RF_EX <= Memory_in_RF_EX;
			Ex_out_RF_EX <= Ex_in_RF_EX;
			src1_out_RF_EX <= src1_in_RF_EX;
			src2_out_RF_EX <= src2_in_RF_EX;
			RA_data_out <= RA_data_in;
			RB_data_out <= RB_data_in;
			RB_direct_data_out <= RB_direct_data_in;
			SE16_out_RF_EX <= SE16_in_RF_EX;
			Zero_pad_out_RF_EX <= Zero_pad_in_RF_EX;
			Dest_out_RF_EX <= Dest_in_RF_EX;
			Valid_out_RF_EX <= Valid_in_RF_EX;
		end
	else
		begin
			PC_plus1_out_RF_EX <= 16'b0;
			WB_out_RF_EX <= 3'b0;
			Memory_out_RF_EX <= 2'b0;
			Ex_out_RF_EX <= 4'b0;
			src1_out_RF_EX <= 4'b0;
			src2_out_RF_EX <= 4'b0;
			RA_data_out <= 16'b0;
			RB_data_out <= 16'b0;
			RB_direct_data_out = 16'b0;
			SE16_out_RF_EX <= 16'b0;
			Zero_pad_out_RF_EX <= 16'b0;
			Dest_out_RF_EX <= 3'b0;
			Valid_out_RF_EX <= 1'b0;
		end
end
endmodule
### /design/flow/constraint.sdc
current_design RF_EX_reg

set clk_period 1.0
set clk_io_pct 0.2

create_clock -name clk0 -period $clk_period [get_ports {clock}]

set non_clock_inputs [all_inputs -no_clocks]
set_input_delay [expr $clk_period * $clk_io_pct] -clock clk0 $non_clock_inputs
set_output_delay [expr $clk_period * $clk_io_pct] -clock clk0 [all_outputs]
### /design/flow/config.mk
export PLATFORM = sky130hd
export DESIGN_NAME = RF_EX_reg
export DESIGN_NICKNAME = RF_EX_reg
export VERILOG_FILES = /design/flow/design.v
export SDC_FILE = /design/flow/constraint.sdc
export NUM_CORES = 4
export LEC_CHECK = 1
export CORE_AREA = 10 10 162 162
export DIE_AREA = 0 0 172 172
### /design/flow/run.sh
#!/bin/bash
# OpenROAD 26Q1-2900-gdf79404cd8, Yosys 0.63+post, stock flow scripts
make -C /OpenROAD-flow-scripts/flow DESIGN_CONFIG=/design/flow/config.mk WORK_HOME=/design/flow/orfs finish
==> out/results.ini <==
[global_route]
grt_overflow=0
grt.total_usage=0.0723
first_global_vias=2519
grt_max_degree=52
initial_antenna_violation_count=0
wire_length_of_the_first_global_routing_pass_um=15900

[floorplanning]
chipWidth_um=172
dieHeight_um=172
floorplan.rows=55
boundaryPins=236
fp.dieArea_um2=29600
core_region_area_um2=22700
core_util_floorplan=0.142

[worst_setup_path]
cp_max_stage_cell=sky130_fd_sc_hd__dfxtp_2
crit_family=flip-flops
crit_path_cell_trace=buf_6
critPathBufInv=1
worst-setup-path-type=reg -> out
critPathMaxFanout=1
crit_path_end_kind=output pin
crit_arrival_ps=850
setup.worst_path.start_class=flip-flop
cp-startpoint=SE16_out_RF_EX[9]$_SDFF_PP0_
critical-path-max-stage-delay_ps=330
required_ps=800

[routing]
detail-route-antenna-nets=0
drt_first_pass_iters=2
antenna_cells_inserted=0
route.detailed.vias_per_inst=3.05
drtIter0Drc=41
routed-via-count=2400
wl_per_cell_um=14.3
drt-total-wl_um=11300
drcViolationCount=0

[run_status]
status=finished with violations
failed_checks=setup timing

[clocking]
post_cts_hold_buffer_count=0
max-clock-path-buffers=2
tritoncts.num_buffers=17
clock-sinks=117
cts_max_level=4
postCtsSetupRepairBufs=0
cts.reportedPaths.clkPinSlew_ps=50
tritoncts_clock_tree=yes
root_buffer_selected_by_cts=sky130_fd_sc_hd__clkbuf_16

[synthesis]
ys.warnings.count=1
synth_cells=247
ys_cells=247
numSynthFlops=117
mappedNetlistArea_um2=3230
syn-mean-instance-area_um2=13.1
yosysChipArea_um2=3230
synth_seq_share=0.726
synthDistinctLibCells=5

[sta]
setup_viol=48
number_of_pins_with_negative_max_slew_slack_in_the_final_report=0
grt_setup_unrepaired=yes
worst_slew_margin_rel=0.842
hold_violations=0
finalWorstPathRequiredPeriod_ps=1050
finalWorstSetupSlack_ps=-45.8
finalHoldWorstSlack_ps=82.7
worst-slew-pin-transition_ps=237
finalClockPeriodUsage=1.05
fin_tns_setup_ps=-533
max_freq_ghz=0.956

[placement]
place.detailed.instances=757
hpwlAfterDp_um=8920
placement.io_buffers=235
place_ws_ps=-89.6
final_weighted_congestion_in_routability_driven_placement=0.760

[run]
maxCapViolations=0
number_of_warnings_the_tools_reported=27

[min_path]
hp-start=reset
hold_class=in -> reg

[final_layout]
filler_cells=2409
final_layout_size_suffix_gt1_frac=0.388
flop_area_um2=2370
syn_to_final_growth_pct=86.5
final_cells=788
logic_area_um2=787

[power_and_ir_drop]
post-layout-total-power_mw=12.2
leakage_nw=2.62
worst_ir_drop_vdd_v=0.000909
power_density_nw_per_um2=2020

[metrics by stage]
step / instance area [um^2] / utilization
3_5_place_dp: 5880 / 0.259
6_report: 6020 / 0.265
5_1_grt: 6020 / 0.265
3_3_place_gp: 5880 / 0.259
4_1_cts: 5950 / 0.262
2_1_floorplan: 3230 / -
[synth_stat cells]
cell type / instances / area [um^2]
sky130_fd_sc_hd__buf_6: 5 / 56.3
sky130_fd_sc_hd__buf_2: 8 / 40.0
sky130_fd_sc_hd__nor2b_1: 95 / 594
sky130_fd_sc_hd__dfxtp_1: 117 / 2340
sky130_fd_sc_hd__nor2b_2: 22 / 193
[layer usage]
layer | vias up | GRT usage | wire (um)
met4 | 0 | 0.00975 | 135
li1 | 1228 | - | -
met2 | 139 | 0.113 | 5120
met5 | - | 0 | 0
met3 | 9 | 0.0427 | 1520
met1 | 1024 | 0.0863 | 4510
[path summary, 6_finish.rpt]
kind,endpoint,slack [ps],cells after the start
worst max-delay path,SE16_out_RF_EX[9],-50,1
worst min-delay path,SE16_out_RF_EX[8]$_SDFF_PP0_,80,2
[cell families (layout without fill, tap and decap cells)]
kind of cell / after synthesis / in the layout / synth area share
buf+inv: 13 / 269 / 0.0299
flops: 117 / 117 / 0.726
simple gates: 117 / 117 / 0.244
[power breakdown]
group	internal (mW)	switching [mW]	leakage [nW]
clock	4.15	2.07	0.298
combinational	0.725	0.254	1.34
sequential	4.93	0.0574	0.981
total	9.80	2.38	2.62
[area by class of cell]
type / instances / area share
Sequential cell: 117 / 0.394
Timing Repair Buffer: 238 / 0.315
Multi-Input combinational cell: 117 / 0.131
Clock buffer: 22 / 0.0805
Tap cell: 285 / 0.0593
Clock inverter: 9 / 0.0208
[what timing repair did]
| item | in CTS | in global routing |
|---|---|---|
| endpoints found under the setup margin | 117 | 117 |
| resized | 404 | 18 |
| gates cloned | 0 | 0 |
[flip-flops by register name, indices dropped and copies added (netlist names)]
signal              count
src1_out_RF_EX          4
Valid_out_RF_EX         1
RB_direct_data_out     16
src2_out_RF_EX          4
RB_data_out            16
Zero_pad_out_RF_EX     16
RA_data_out            16
SE16_out_RF_EX         16
Dest_out_RF_EX          3
WB_out_RF_EX            3
Ex_out_RF_EX            4
Memory_out_RF_EX        2
PC_plus1_out_RF_EX     16
[cell usage in the layout, fill, tap and decap left out]
cell / n
sky130_fd_sc_hd__clkinvlp_4: 2
sky130_fd_sc_hd__buf_4: 2
sky130_fd_sc_hd__dfxtp_2: 22
sky130_fd_sc_hd__clkbuf_1: 1
sky130_fd_sc_hd__nor2b_2: 22
sky130_fd_sc_hd__dfxtp_1: 95
sky130_fd_sc_hd__bufinv_16: 3
sky130_fd_sc_hd__buf_2: 104
sky130_fd_sc_hd__buf_6: 13
sky130_fd_sc_hd__buf_12: 2
sky130_fd_sc_hd__clkbuf_16: 17
sky130_fd_sc_hd__clkinv_2: 4
sky130_fd_sc_hd__clkbuf_8: 4
sky130_fd_sc_hd__nor2b_1: 95
sky130_fd_sc_hd__clkdlybuf4s50_1: 117
Power figures rest on the tool's default switching activity, not on a simulated workload.
