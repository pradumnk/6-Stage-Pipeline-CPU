### flow/run.sh
#!/bin/bash
# OpenROAD 26Q1-2900-gdf79404cd8, Yosys 0.63+post, stock flow scripts
make -C /OpenROAD-flow-scripts/flow DESIGN_CONFIG=/design/flow/config.mk WORK_HOME=/design/flow/orfs finish
### flow/config.mk
export PLATFORM = sky130hd
export DESIGN_NAME = EX_M_reg
export DESIGN_NICKNAME = EX_M_reg
export VERILOG_FILES = /design/flow/design.v
export SDC_FILE = /design/flow/constraint.sdc
export NUM_CORES = 4
export LEC_CHECK = 1
export CORE_UTILIZATION = 30
### flow/constraint.sdc
current_design EX_M_reg

set clk_period 1.0
set clk_io_pct 0.2

create_clock -name clk0 -period $clk_period [get_ports {clock}]

set non_clock_inputs [all_inputs -no_clocks]
set_input_delay [expr $clk_period * $clk_io_pct] -clock clk0 $non_clock_inputs
set_output_delay [expr $clk_period * $clk_io_pct] -clock clk0 [all_outputs]
### flow/design.v
module EX_M_reg
(
PC_plus1_out_EX_M,
WB_out_EX_M,
Memory_out_EX_M,
Memory_data_write_out_EX_M,
ALU_out,
Zero_pad_out_EX_M,
Dest_out_EX_M,
Valid_out_EX_M,
PC_plus1_in_EX_M,
WB_in_EX_M,
Memory_in_EX_M,
Memory_data_write_in_EX_M,
ALU_in,
Zero_pad_in_EX_M,
Dest_in_EX_M,
Valid_in_EX_M,
clock,
reset
);
output reg [15:0] PC_plus1_out_EX_M;
output reg [2:0] WB_out_EX_M;
output reg [1:0] Memory_out_EX_M;
output reg [15:0] ALU_out, Memory_data_write_out_EX_M, Zero_pad_out_EX_M;
output reg [2:0] Dest_out_EX_M;
output reg Valid_out_EX_M;
input [15:0] PC_plus1_in_EX_M;
input [2:0] WB_in_EX_M;
input [1:0] Memory_in_EX_M;
input [15:0] ALU_in, Memory_data_write_in_EX_M, Zero_pad_in_EX_M;
input [2:0] Dest_in_EX_M;
input Valid_in_EX_M;
input clock;
input reset;
initial
begin
	PC_plus1_out_EX_M = 16'b0;
	WB_out_EX_M = 3'b0;
	Memory_out_EX_M = 2'b0;
	ALU_out = 16'b0;
	Memory_data_write_out_EX_M =16'b0;
	Zero_pad_out_EX_M = 16'b0;
	Dest_out_EX_M = 3'b0;
	Valid_out_EX_M = 1'b0;
end
always @(posedge clock)
begin
	if(! reset)
		begin
			PC_plus1_out_EX_M <= PC_plus1_in_EX_M;
			WB_out_EX_M <= WB_in_EX_M;
			Memory_out_EX_M <= Memory_in_EX_M;
			ALU_out <= ALU_in;
			Memory_data_write_out_EX_M <= Memory_data_write_in_EX_M;
			Zero_pad_out_EX_M <= Zero_pad_in_EX_M;
			Dest_out_EX_M <= Dest_in_EX_M;
			Valid_out_EX_M <= Valid_in_EX_M;
		end
	else
		begin
			PC_plus1_out_EX_M <= 16'b0;
			WB_out_EX_M <= 3'b0;
			Memory_out_EX_M <= 2'b0;
			ALU_out <= 16'b0;
			Memory_data_write_out_EX_M <=16'b0;
			Zero_pad_out_EX_M <= 16'b0;
			Dest_out_EX_M <= 3'b0;
			Valid_out_EX_M <= 1'b0;
		end
end
endmodule
==> impl_table.tex <==
% Table of physical implementation metrics
\begin{tabular}{lr}
\hline
Metric & Value \\
\hline
\multicolumn{2}{l}{\textbf{Hold path}} \\
Worst hold path type & primary input to register \\
\multicolumn{2}{l}{\textbf{Worst setup path}} \\
Startpoint Class & register \\
Data required time of the critical path & 800 ps \\
Worst setup EP type & primary output \\
CP delay by family, top & flip-flops \\
Number of buffer and inverter instances along the worst setup path & 1 \\
Crit-path max FO & 1 \\
Cell at the slowest stage of the critical path & sky130\_fd\_sc\_hd\_\_dfxtp\_2 \\
Crit-path max cell delay & 320 ps \\
Cell-by-cell listing of the critical path & buf\_6 \\
Type of the worst setup path & register to primary output \\
Arrival time of data at the critical path endpoint & 760 ps \\
\multicolumn{2}{l}{\textbf{Power}} \\
Logic gate share of total power & 9.8\% \\
Internal power & 4.519 mW \\
Worst vdd ir & 758.3 µV \\
Sequential share of power & 54.5\% \\
Fraction of power spent switching nets & 20.40\% \\
Switching power total & 1.159 mW \\
Standby leakage power & 1.520 nW \\
Total power after layout & 5.678 mW \\
Clock power frac & 35.8\% \\
Areal power density over the cells & 1699 nW/µm² \\
\multicolumn{2}{l}{\textbf{Placed design}} \\
Weighted congestion at the end of routability-driven global placement & 0.7575 \\
Detailed-placement wirelength estimate & 3160 µm \\
Post-Place Setup Slack & 6.565 ps \\
Tally of buffers added on design ports & 147 \\
Placed instance area & 3521 µm² \\
\multicolumn{2}{l}{\textbf{Synthesis}} \\
Top cells, area & sky130\_fd\_sc\_hd\_\_dfxtp\_1 73\%, sky130\_fd\_sc\_hd\_\_nor2b\_1 23\%, sky130\_fd\_sc\_hd\_\_buf\_6 4.5\% \\
Post-synthesis cell area & 2008 µm² \\
Synth Area per Inst & 13.04 µm² \\
Unique masters post-synth & 3 \\
Syn Inst Count & 154 \\
Ranking of synthesized cells by instance count & 73 x sky130\_fd\_sc\_hd\_\_dfxtp\_1, 73 x sky130\_fd\_sc\_hd\_\_nor2b\_1, 8 x sky130\_fd\_sc\_hd\_\_buf\_6 \\
Synthesis-stage register bit count & 73 \\
Warning count from the yosys run & 1 \\
Async S/R FF share, synth & 0\% \\
Post-synth top flop & sky130\_fd\_sc\_hd\_\_dfxtp\_1 \\
Max-area cell share & 72.77\% \\
Biggest area consumer among synthesized cells & sky130\_fd\_sc\_hd\_\_dfxtp\_1 \\
Count of instantiated cells in the yosys netlist & 154 \\
Post-synth EDFFs & 0 \\
Total cell area reported by yosys after synthesis & 2008 µm² \\
Portion of the post-synthesis area used by sequential elements & 72.77\% \\
\multicolumn{2}{l}{\textbf{Layout}} \\
Sequential cell area & 1468 µm² \\
Area Growth Syn to Fin & 66.42\% \\
Ratio of cells with drive above 1 in the final layout & 30.55\% \\
Final design area excluding fillers & 3342 µm² \\
Total area of multi-input combinational cells & 456.7 µm² \\
Number of inserted filler cells in the final layout & 605 \\
\multicolumn{2}{l}{\textbf{Final timing}} \\
Setup slack of the critical path after layout & 42.45 ps \\
Tightest Pin Transition & 169.4 ps \\
Count of final setup violators & 0 \\
Final hold violation count & 0 \\
Max\_slew headroom & 88.71\% \\
Slew Viols, Final & 0 \\
RSZ-0062 raised after global routing & yes \\
Fmax achieved & 1044 MHz \\
Tmin final & 957.5 ps \\
Total Neg Setup Slack & 0 ps \\
Post-route clock period utilization & 95.75\% \\
\multicolumn{2}{l}{\textbf{Outcome}} \\
Result of the run & complete, no violations \\
\multicolumn{2}{l}{\textbf{Floorplanning}} \\
Top Ports & 148 \\
Die width & 83.82 µm \\
Area of the core & 6422 µm² \\
Total Die Area & 7025 µm² \\
Floorplan Utilization & 31.27\% \\
Number of placement rows & 29 \\
Vertical die dimension & 83.82 µm \\
\multicolumn{2}{l}{\textbf{Global routing}} \\
Global route total overflow & 0 \\
Global-route usage over all layers & 12.96\% \\
Number of global-route vias before repair & 1370 \\
First-pass GRT wire length & 6831 µm \\
Number of antenna violations at the first check in global routing & 0 \\
Maximum number of pins on one net before global-route repair & 41 \\
\multicolumn{2}{l}{\textbf{Detailed routing}} \\
Count of vias placed by the detailed router & 1496 \\
Post-route antenna net violation count & 0 \\
Number of violations reported at the end of detailed-routing iteration 0 & 33 \\
Final wirelength & 4496 µm \\
Post-route DRC & 0 \\
Antenna Diode Count & 0 \\
Routed vias/inst & 3.856 \\
Final routed wire length divided by cell count & 11.59 µm \\
Total iterations of the first detailed-routing run & 21 \\
\multicolumn{2}{l}{\textbf{Clock tree}} \\
Total clock sinks & 73 \\
Total number of H-tree levels & 3 \\
Clock transition at the register clock pins on the worst setup and hold paths after CTS & 70 ps \\
CTS tree & yes \\
Clock buffer count from CTS & 9 \\
Root buf cell & sky130\_fd\_sc\_hd\_\_clkbuf\_8 \\
Maximum buffer depth of the clock tree & 2 \\
\multicolumn{2}{l}{\textbf{Run}} \\
Max Cap Violations & 0 \\
Number of warning messages in the logs & 26 \\
\hline
\end{tabular}
kinds of logic (layout without fill, tap and decap cells):
kind of cell,count (synthesis),after routing,share of synthesized area (%)
buf+inv,8,165,4.486
simple gates,73,73,22.74
flops,73,73,72.77
power groups by stage:
| stage | Clock [mW] | Sequential, mW | Combinational, mW |
|---|---|---|---|
| final | 2.03 | 3.09 | 0.554 |
| after global routing | 2.26 | 3.10 | 0.610 |
| after CTS | 2.11 | 3.09 | 0.565 |
cell type report:
type	count	area share, %
clock buffer	13	4.755
timing repair buffer	149	34.33
sequential	73	43.92
tap	77	2.883
multi-input combinational	73	13.67
clock inverter	3	0.4493
stage by stage:
step | cells | hold slack (ps) | utilization [%]
3_3_place_gp | 372 | 656.9 | 54.82
5_1_grt | 388 | 306.6 | 52.04
4_1_cts | 388 | 293.7 | 51.88
6_report | 388 | 301.8 | 52.04
3_5_place_dp | 372 | 659.0 | 54.82
2_1_floorplan | 154 | 328.2 | -
flip-flops by register name, indices dropped and copies added, names as in the netlist:
register,count
Memory_data_write_out_EX_M,16
PC_plus1_out_EX_M,16
Valid_out_EX_M,1
Memory_out_EX_M,2
Zero_pad_out_EX_M,16
WB_out_EX_M,3
ALU_out,16
Dest_out_EX_M,3
what timing repair did:
| item | CTS | global route |
|---|---|---|
| endpoints found under the setup margin | 73 | 3 |
| hold buffers | 0 | 0 |
| hold endpoints to repair | 0 | 0 |
| buffers inserted | 0 | 0 |
| gates resized | 224 | 4 |
routing by layer:
layer  track usage (%)  part of all wire (%)
met1             17.84                    38
met2             19.23                    43
met3             6.024                    17
met4             2.821                   2.1
met5                 0                     0
worst paths after layout:
path	depth (start not counted)	endpoint	slack, ps	start
max	1	PC_plus1_out_EX_M[13]	40	PC_plus1_out_EX_M[13]
min	3	PC_plus1_out_EX_M[13]	300	reset
layout by cell type, fill, tap and decap left out:
cell,count
sky130_fd_sc_hd__clkdlybuf4s50_1,73
sky130_fd_sc_hd__clkbuf_1,2
sky130_fd_sc_hd__dfxtp_1,68
sky130_fd_sc_hd__nor2b_1,73
sky130_fd_sc_hd__buf_2,73
sky130_fd_sc_hd__dfxtp_2,5
sky130_fd_sc_hd__clkbuf_8,11
sky130_fd_sc_hd__buf_12,2
sky130_fd_sc_hd__clkinv_2,3
sky130_fd_sc_hd__buf_6,1
Power is estimated from default activity; no workload was simulated.
